### design/flow/run.sh
#!/bin/bash
# OpenROAD 26Q1-2900-gdf79404cd8, Yosys 0.63+post, stock flow scripts
make -C /OpenROAD-flow-scripts/flow DESIGN_CONFIG=/design/flow/config.mk WORK_HOME=/design/flow/orfs finish
### design/flow/config.mk
export PLATFORM = sky130hd
export DESIGN_NAME = Pc_Adder
export DESIGN_NICKNAME = Pc_Adder
export VERILOG_FILES = /design/flow/design.v
export SDC_FILE = /design/flow/constraint.sdc
export NUM_CORES = 4
export LEC_CHECK = 1
export CORE_AREA = 10 10 70 70
export DIE_AREA = 0 0 80 80
### design/flow/constraint.sdc
current_design Pc_Adder

set clk_period 6.2
set clk_io_pct 0.2

create_clock -name clk0 -period $clk_period

set non_clock_inputs [all_inputs -no_clocks]
set_input_delay [expr $clk_period * $clk_io_pct] -clock clk0 $non_clock_inputs
set_output_delay [expr $clk_period * $clk_io_pct] -clock clk0 [all_outputs]
### design/flow/design.v
module Pc_Adder(jumppc,new_pc,old_pc);
output reg [31:0] new_pc;
output reg [31:26] jumppc;
input [31:0] old_pc;
reg [25:0] temp;
always @(old_pc)
begin
new_pc= old_pc+1;
{jumppc,temp} = new_pc;
end
endmodule
module jump(jumpout,jumppc,jumpoffset);
output reg [31:0] jumpout;
input [31:26] jumppc;
input [25:0] jumpoffset;
always @ (jumppc or jumpoffset) begin
jumpout = {jumppc,jumpoffset};
end
endmodule
==> run summary <==
The run has ended; figures from its reports follow.

The largest fanout of any net on the critical path is 8. In the Yosys report the total cell count is 102. The mean instance size in the synthesized netlist is 7.15 sq um. After layout, the worst setup slack is between 1 and 1.5 ns. The shortest clock period the worst path allows after layout came out at roughly 4.8 ns. The sequential cell area in the final layout came out at 0 sq um. STA shows the worst min-delay path finishing at jumppc[31].

The required time at the endpoint of the critical path is a little under 5 ns. Sequential cells were found to cover 0% of the synthesized design area. The top-level I/O count is 70. Setup repair after global routing left no endpoint under its margin. The filler cell count in the final layout came out at 354. The leakage component of the power was reported as around 0.00050 uW.

The worst slack at placement is ~1.4 ns. The detail route stage leaves a number of antenna-violating nets equal to 0. After layout, the clock buffer instance count stands at 0.

The full die area came out at about 6400 sq um. The area taken by multi-input combinational cells is reported as 647 sq um. The first detailed-routing pass ran for 4 iterations.

The worst slew slack as a fraction of its limit came out at 68.4%. In this run the maximum-capacitance check reported violations numbering 0. The layout summary lists the proportion of cells stronger than drive strength 1 as a little under 5%. The logs give a warning total of 32. The worst setup path is launched from a primary input. The final power report lists total power as between 60 and 70 uW.

The worst voltage drop across the vdd grid is about 0.019 mV. The arrival time at the worst endpoint is ~3.5 ns. The global-route usage over all layers came out at 8.17%. Entering global routing, the biggest net connects 12 pins. The total via count after detailed routing is 911. At the pin with the least slew margin, the transition time is 0.473 ns. The wire length per cell is 13.5 um. The quantity of I/O buffers inserted on ports came out at 70.

The number of hold violations in the final report is 0. The synthesized instance count is between 100 and 150. The detailed router's first-iteration violation count came out at 28. The worst setup path is captured at an output pin. The number of antenna violations at the first check in global routing came out at 0.

The number of setup buffers added after CTS is 0. The repair_antennas step left the layout with diodes totalling 0. The type of the worst setup path is in -> out. The synthesized netlist contains 20 unique library cells. In the synthesis report, Yosys lists the chip area as around 730 sq um. The synthesis report lists the Yosys warning total as 1. Summed over all layers, the routed wires come to roughly 2.8 mm.

The timing-limited maximum frequency came out at 0.209 GHz. The final clock period utilization by the worst path is between 70% and 80%. The initial cell density of the core is between 20% and 30%.

The average vias per placed instance is roughly 4.4. The number of max-slew violations in the final report came out at 0. The total negative slack came out at 0 ns.

In this run the cell area of the synthesized design comes to between 700 and 800 sq um. For the worst min-delay path, the startpoint reported by OpenROAD is old_pc[31]. The kind of path behind the tightest hold check is in -> out. Along the worst hold path, the cell count comes to 3. Gates resized during post-CTS repair numbered 0. For this design, the CTS-stage hold fixing added 0 buffers. The via count of the first global-routing pass is 904. Summed over all layers, the global routing overflow is 0. The wire length of the first global-routing pass is about 4.4 mm.

The final core utilization came out at between 40% and 50%. The flow ran to the end, and the final reports show no timing, DRC or antenna violations. The sequential cell count came out at 0. The total DRC errors in the routed layout came out at 0. The number of failing setup endpoints in the final timing report is 0. The vertical die dimension is 80 um. The standard-cell row count is 21.

The area overhead of the layout relative to synthesis came out at 94.7%. The report lists the power per cell area as ~49 nW/um^2. The width of the die came out at around 80 um. The core area is roughly 3400 sq um. The final weighted congestion of routability-driven global placement is around 0.76. The post-detailed-placement half-perimeter wirelength is roughly 2.5 mm.
[placed cells by master, fill, tap and decap left out, drive strengths merged, types with 4 or more instances in the layout]
cell           Yosys  routed
clkdlybuf4s50      0      70
and3               5       5
and4               5       5
nand4              4       4
inv                4       4
xor2              19      19
nand2             10      10
nor4              10      10
nor3               4       4
nand3             13      13
xnor2             11      11
nor2               4       4
[kinds of logic after synthesis]
kind of cell / share of synthesized area, %
adders and majority gates: 1.71
and+or+nand+nor: 50.9
xor gates and xnor gates: 36.0
buffers and inverters: 11.3
[critical path, stage by stage]
cell	delay (ns)
sky130_fd_sc_hd__clkdlybuf4s50_1	0.54
sky130_fd_sc_hd__ha_1	0.25
sky130_fd_sc_hd__and3_1	0.29
sky130_fd_sc_hd__nand3_2	0.20
sky130_fd_sc_hd__nor4_1	0.30
sky130_fd_sc_hd__xor2_1	0.23
sky130_fd_sc_hd__clkdlybuf4s50_1	0.50
[cell type report]
| class | count | share of cell area (%) |
|---|---|---|
| well taps | 46 | 4.05 |
| repair buffers | 70 | 49.3 |
| multi-input cells | 88 | 45.6 |
| inverters | 4 | 1.06 |
[how the worst max path moves through the flow]
stage	start	end	slack [ns]
CTS	old_pc[0]	new_pc[28]	1.39
global route	old_pc[0]	jumppc[26]	1.22
finish	old_pc[0]	new_pc[28]	1.42
[Yosys cell counts]
| cell | number | area (sq um) |
|---|---|---|
| sky130_fd_sc_hd__nand2_1 | 9 | 33.8 |
| sky130_fd_sc_hd__xor2_1 | 19 | 166 |
| sky130_fd_sc_hd__ha_1 | 1 | 12.5 |
| sky130_fd_sc_hd__nor3b_1 | 1 | 7.51 |
| sky130_fd_sc_hd__nand3_2 | 1 | 10.0 |
| sky130_fd_sc_hd__nor3_1 | 4 | 20.0 |
| sky130_fd_sc_hd__buf_4 | 7 | 52.6 |
| sky130_fd_sc_hd__buf_2 | 3 | 15.0 |
| sky130_fd_sc_hd__xnor2_1 | 11 | 96.3 |
| sky130_fd_sc_hd__nand2_2 | 1 | 6.26 |
| sky130_fd_sc_hd__nand3_1 | 10 | 50.1 |
| sky130_fd_sc_hd__nor4_2 | 4 | 50.1 |
| sky130_fd_sc_hd__and4_1 | 5 | 43.8 |
| sky130_fd_sc_hd__inv_1 | 4 | 15.0 |
| sky130_fd_sc_hd__nor2b_1 | 1 | 6.26 |
| sky130_fd_sc_hd__nand3_4 | 2 | 35.0 |
| sky130_fd_sc_hd__and3_1 | 5 | 31.3 |
| sky130_fd_sc_hd__nor2_1 | 4 | 15.0 |
| sky130_fd_sc_hd__nor4_1 | 6 | 37.5 |
| sky130_fd_sc_hd__nand4_1 | 4 | 25.0 |
[report_power, final]
group / leakage, uW / internal (uW) / switching, uW
clock: 0 / 0 / 0
combinational: 0.000500 / 48.2 / 21.2
sequential: 0 / 0 / 0
[metal layers]
metal	GRT usage, %	part of all wire (%)	up-vias	wire, um
met5	0	0	-	0
met4	0	0	0	0
met3	2.05	9.2	0	259
met2	14.3	50	34	1400
met1	10.4	41	398	1140
li1	-	-	479	-
[through the flow]
stage               area [sq um]  hold WS, ns  std cells
finish                      1420         3.43        208
global placement            1420         3.45        208
CTS                         1420         3.45        208
detailed placement          1420         3.44        208
floorplan                    729         2.49        102
global route                1420         3.47        208
Power figures rest on the tool's default switching activity, not on a simulated workload.
