==> flow/run.sh <==
#!/bin/bash
# OpenROAD 26Q1-2900-gdf79404cd8, Yosys 0.63+post, stock flow scripts
make -C /OpenROAD-flow-scripts/flow DESIGN_CONFIG=/design/flow/config.mk WORK_HOME=/design/flow/orfs finish
==> flow/config.mk <==
export PLATFORM = sky130hd
export DESIGN_NAME = Adder
export DESIGN_NICKNAME = Adder
export VERILOG_FILES = /design/flow/design.v
export SDC_FILE = /design/flow/constraint.sdc
export NUM_CORES = 4
export LEC_CHECK = 1
export CORE_AREA = 10 10 94 94
export DIE_AREA = 0 0 104 104
==> flow/constraint.sdc <==
current_design Adder

set clk_period 18.1
set clk_io_pct 0.2

create_clock -name clk0 -period $clk_period

set non_clock_inputs [all_inputs -no_clocks]
set_input_delay [expr $clk_period * $clk_io_pct] -clock clk0 $non_clock_inputs
set_output_delay [expr $clk_period * $clk_io_pct] -clock clk0 [all_outputs]
==> flow/design.v <==
module Adder(result,pc_adder,address);
output reg [31:0] result;
input [31:0] pc_adder,address;
always @(address or pc_adder) begin
  result = pc_adder + (address);
end
endmodule
==> qor.yml <==
swShare: 0.396
logic_area_um2: 1680
min_period_ns: 10.19
cts_resized: 0
yosys_warnings: 1
clkPwrFrac: 0
fin_crit_sh: 0.563
syn_to_final_growth_pct: 59.5
power.density_nw_per_um2: 38.3
cp_top_family: "AND-OR/OR-AND gates"
cp-start-kind: "input port"
seq_area_um2: 0
flop-count: 0
cp_slowest_stage_delay_ns: 0.50
peakVddDrop_uv: 17.3
synthCells: 241
grt_start_max_net_pins: 11
criticalPathCategory: "input port to output port"
dpl_cell_area_um2: 2780
dp_hpwl_mm: 5.16
drt-total-wl_mm: 5.83
synth_cell_type_count: 50
clkbuf_count: 0
path_buffers: 2
chipArea_um2: 10800
grt-ovfl-total: 0
dp_slack_ns: 7.90
cp.required_ns: 14.48
netlist_area_um2: 1740
cpMostUsedCell: "clkdlybuf4s50_1"
hold_class: "input port to output port"
top_area_cell: "ha_1"
ant_nets: 0
wl_per_cell_um: 13.8
holdWs_ns: 8.27
n_fill_cell: 727
tightest_slew_ns: 0.510
power.leakage_uw: 0.00118
first_global_vias: 2096
share_seq_of_total_power: 0
synth.yosys.seq_area_share: 0
vias: 2066
synth_top_area_share: 0.222
critPathMaxFanout: 4
fp.coreArea_um2: 6830
grt_pass1_wl_mm: 9.98
fp.dieW_um: 104
switchingPower_uw: 42.2
place_congestion: 0.812
endpoint_kind: "output port"
max_freq_mhz: 98.1
rsz0062_at_grt: "false"
drive_above_1_share: 0.0307
fp-utilization: 0.255
ctsHoldBuffers: 0
antenna_found_initial: 0
cp_slowest_cell: "clkdlybuf4s50_1"
grt_usage: 0.105
status: "complete, no violations"
io_buffers: 96
report.final.slew_viol_count: 0
fin_ws_ns: 7.91
p_int_uw: 64.3
cp_data_arrival_time_ns: 6.57
cap_viol_max_count: 0
relSlewSlack: 0.651
timing.setup.tns_ns: 0
ys_area_um2: 1740
design_area_um2: 2780
topCellsByArea: "ha_1, a21oi_1, a21o_1, xor2_1, xnor2_1"
drc_errors: 0
syn_area_per_cell_um2: 7.24
antennaDiodeCount: 0
yosys_cells: 241
viasPerCell: 4.90
drt_iter0_drc: 69
warning_count: 32
rows: 30
path_cells: "clkdlybuf4s50_1 -> ha_1 -> fa_1 -> a21o_1 -> a31o_2 -> nand3_1 -> o221ai_1 -> a311oi_1 -> o21bai_1 -> xor2_1 -> clkdlybuf4s50_1"
post-cts-setup-buffers: 0
setup_viol_count_final: 0
ios: 96
first_pass_iters: 4
final_core_util: 0.407
die-height_um: 104
power_frac_comb: 1.000
hold_viol: 0
-- area by class of cell --
type / count / area share
Inverter: 6 / 0.00810
Multi-Input combinational cell: 224 / 0.603
Tap cell: 96 / 0.0432
Timing Repair Buffer: 96 / 0.345
-- cells in the mapped netlist (3+ instances only) --
library cell  count
a211oi_1          3
a21o_1           19
a21oi_1          29
a31oi_1           3
clkbuf_1          8
ha_1             31
inv_1             6
nand2_1          18
nand3_1          10
nand4_1           8
nor2_1           12
nor3_1            4
o211ai_1          3
o21ai_0          13
o21bai_1          4
or2_2             3
xnor2_1          13
xor2_1           15
-- layer usage --
layer,vias up,GRT usage,routed length [µm]
li1,1088,-,-
met1,920,0.145,2860
met2,58,0.173,2600
met3,0,0.0238,370
met4,0,0,0
met5,-,0,0
-- metrics by stage --
stage,std cells,total power (µW)
2_1_floorplan,241,51.3
3_3_place_gp,422,108
3_5_place_dp,422,108
4_1_cts,422,108
5_1_grt,422,120
6_report,422,106
-- kinds of logic after synthesis --
group | count (synthesis) | share of synthesized area
AND/OR/NAND/NOR | 65 | 0.183
multiplexers | 2 | 0.0115
XOR/XNOR | 28 | 0.141
adder cells (fa/ha/maj) | 32 | 0.234
AND-OR/OR-AND | 97 | 0.393
buffers and inverters | 17 | 0.0380
-- placed cells by master (no fill, tap or decap), drive strengths merged, types with 2 or more instances in the layout --
cell,n
o21a,2
mux2i,2
ha,31
o21bai,5
a21o,19
xnor2,13
nand2,18
nand2b,2
a311oi,3
a211oi,3
o21ai,15
a21oi,29
or2,3
nor3,4
o221ai,2
nor2,12
nand3,10
xor2,15
inv,6
o211ai,3
nand4,8
a31oi,3
o311ai,2
clkdlybuf4s50,96
-- worst paths after layout --
check | slack (ns) | depth (start not counted) | from | end
worst max-delay path | 7.91 | 11 | pc_adder[0] | result[26]
worst min-delay path | 8.27 | 3 | address[0] | result[0]
-- power groups by stage --
stage / Clock (µW) / Sequential (µW) / Combinational, µW
CTS: 0 / 0 / 108
global route: 0 / 0 / 120
finish: 0 / 0 / 106
Power figures rest on the tool's default switching activity, not on a simulated workload.
